==> flow/design.v <==
module bfloat_alu(
    input clk,
    output reg [15:0] result
);
reg [15:0] a[4:0];
reg [15:0] b[4:0];
reg [1:0]  op[4:0];
initial begin 
  a[0] = 16'b0100001110000101;  
  b[0] = 16'b0100000110001000;  
  op[0] = 2'b10;                
  a[1] = 16'b0011110011001101;  
  b[1] = 16'b1100001001000110;  
  op[1] = 2'b10;
  a[2] = 16'b1100000110001000;  
  b[2] = 16'b1100000110001000;  
  op[2] = 2'b00;                
   a[3] = 16'b0100000110001000;  
   b[3] = 16'b1100000110010000;  
  op[3] = 2'b01;                
  a[4] = 16'b0100000110001000;  
  b[4] = 16'b1100000110001000;  
  op[4] = 2'b00;
end
wire [15:0] add_result[4:0];
wire [15:0] sub_result[4:0];
wire [15:0] mul_result[4:0];
addsub op1 (.a(a[0]), .b(b[0]), .operation(1'b0), .result(add_result[0]));
addsub op2 (.a(a[0]), .b(b[0]), .operation(1'b1), .result(sub_result[0]));
mul    op3 (.a(a[0]), .b(b[0]), .result(mul_result[0]));
addsub op4 (.a(a[1]), .b(b[1]), .operation(1'b0), .result(add_result[1]));
addsub op5 (.a(a[1]), .b(b[1]), .operation(1'b1), .result(sub_result[1]));
mul    op6 (.a(a[1]), .b(b[1]), .result(mul_result[1]));
addsub op7 (.a(a[2]), .b(b[2]), .operation(1'b0), .result(add_result[2]));
addsub op8 (.a(a[2]), .b(b[2]), .operation(1'b1), .result(sub_result[2]));
mul    op9 (.a(a[2]), .b(b[2]), .result(mul_result[2]));
addsub op10 (.a(a[3]), .b(b[3]), .operation(1'b0), .result(add_result[3]));
addsub op11 (.a(a[3]), .b(b[3]), .operation(1'b1), .result(sub_result[3]));
mul     op12 (.a(a[3]), .b(b[3]), .result(mul_result[3]));
addsub op13 (.a(a[4]), .b(b[4]), .operation(1'b0), .result(add_result[4]));
addsub op14 (.a(a[4]), .b(b[4]), .operation(1'b1), .result(sub_result[4]));
mul     op15 (.a(a[4]), .b(b[4]), .result(mul_result[4]));
reg [2:0] count = 0;
always @(posedge clk) begin
    case (op[count])
        2'b00: result <= add_result[count];
        2'b01: result <= sub_result[count];
        2'b10: result <= mul_result[count];
        default: result <= 16'b0;
    endcase
    if (count == 4)
        count <= 0;
    else
        count <= count + 1;
end
endmodule
module bfloat_unpack_for_addsub(
    input [15:0] a,b,
    output reg sign1, sign2,
    output reg [7:0] e1, e2,
    output reg [18:0] m1,m2
);
    always @(*)
    begin
        sign1 = a[15];
        sign2 = b[15];
        e1 = a[14:7];
        e2 = b[14:7];
        m1[18]=1'b0;
        m1[17]=1'b1;
        m1[16:10]= a[6:0];
        m1[9:0] = 10'b0;
        m2[18]=1'b0;
        m2[17]=1'b1;
        m2[16:10]= b[6:0];
        m2[9:0] = 10'b0;
    end
endmodule
module bfloat_pack_for_addsub(
    input sign,
    input [7:0] e,
    input [18:0] s,
    output reg [15:0] ans
);
    always @(*)
    begin
        ans[15]=sign;
        ans[14:7]=e;
        ans[6:0]=s[16:10];
    end
endmodule
module addsub(
    input [15:0] a,b,
    input operation, 
    output wire [15:0] result
);
    wire sign1_u, sign2_u , sign_u;
    wire [18:0] m1_u,m2_u,m_u;
    wire [7:0] e1_u,e2_u,e_u;
    bfloat_unpack_for_addsub u1(
        .a(a),
        .b(b),
        .sign1(sign1_u),
        .sign2(sign2_u),
        .e1(e1_u),
        .e2(e2_u),
        .m1(m1_u),
        .m2(m2_u)
    );
    reg sign1, sign2 , sign;
    reg [18:0] m1,m2,m;
    reg [7:0] e1,e2,e;
    reg [7:0] temp_e;
    reg [18:0] temp_m;
    reg temp_sign;
    integer i;
    reg [4:0] k;
    reg p;
    reg guard;
    reg round_bit;
    reg sticky;
    always @(*)
    begin
        sign1=sign1_u;
        sign2=sign2_u;
        e1=e1_u;
        e2=e2_u;
        m1=m1_u;
        m2=m2_u;
        if(operation==1'b1) sign2=~sign2;
        if(e1<e2) 
        begin
            temp_e=e1;
            e1=e2;
            e2=temp_e;
            temp_m=m1;
            m1=m2;
            m2=temp_m;
            temp_sign=sign1;
            sign1=sign2;
            sign2=temp_sign;
        end
        e=e1;
        m2=m2>>(e1-e2);
        sign=sign1;
        if(sign^sign2==0)
        begin
            m=m1+m2;
            if(m[18]==1'b1)
            begin
                m=m>>1;
                e=e+1;
            end
        end
        else 
        begin
            if(e1==e2 && m1<m2)
            begin
                temp_m=m1;
                m1=m2;
                m2=temp_m;
                temp_sign=sign1;
                sign1=sign2;
                sign2=temp_sign;
                sign=~sign;
            end
            m=m1-m2;
            if(m[17]!=1'b1 && m[18]!=1'b1)
            begin
                k=5'b00000;
                for(i=16;i>=0;i=i-1)
                begin
                    if(m[i]==1'b1)
                    begin
                        k=17-i;
                    end
                end
                m=m<<k;
                e=e-k;
            end
        end
        p=m[10];
        guard=m[9];
        round_bit=m[8];
        sticky= |(m[7:0]);
        if(guard==1'b1)
        begin
            if(round_bit==1'b1 || sticky==1'b1)
            begin
                m=m+(19'b1<<10);
            end
            else if(p==1'b1)
            begin
                m=m+(19'b1<<10);
            end
        end
        if(m[18]==1'b1)
        begin
            m=m>>1;
            e=e+1;
        end
       if(m[16:10]==7'b0)
       begin
           e=8'b0;
       end
    end
    bfloat_pack_for_addsub p1(
        .sign(sign),
        .e(e),
        .s(m),
        .ans(result)
    );
endmodule
module bfloat_unpack_for_mul(
    input [15:0] a,b,
    output reg sign1, sign2,
    output reg [8:0] e1, e2,
    output reg [7:0] m1,m2
);
    always @(*)
    begin
        sign1 = a[15];
        sign2 = b[15];
        e1 = a[14:7];
        e2 = b[14:7];
        m1[7]=1'b1;
        m1[6:0]= a[6:0];
        m2[7]=1'b1;
        m2[6:0]= b[6:0];
    end
endmodule
module bfloat_pack_for_mul(
    input sign,
    input [8:0] e,
    input [15:0] s,
    output reg [15:0] ans
);
    always @(*)
    begin
        ans[15]=sign;
        ans[14:7]=e[7:0];
        ans[6:0]=s[13:7];
    end
endmodule
module mul(
    input [15:0] a,b,
    output wire [15:0] result
);
    wire sign1,sign2;
    wire [7:0] m1,m2;
    wire [8:0] e1,e2;
    bfloat_unpack_for_mul u1(
        .a(a),
        .b(b),
        .sign1(sign1),
        .sign2(sign2),
        .e1(e1),
        .e2(e2),
        .m1(m1),
        .m2(m2)
    );
    reg sign;
    reg [15:0] m;
    reg [8:0] e;
    integer i;
    reg p;
    reg guard;
    reg round_bit;
    reg sticky;
    reg found;
    always @(*)
    begin
        sign = sign1 ^ sign2;
        m = m1 * m2;
        e=e1+e2-127;
        if(m[15]==1'b1)
        begin
            m=m>>1;
            e=e+1;
        end
        p=m[7];
        guard=m[6];
        round_bit=m[5];
        sticky= |(m[4:0]);
        if(guard==1'b1)
        begin
            if(round_bit==1'b1 || sticky==1'b1)
            begin
                m=m+(16'b1<<7);
            end
            else if(p==1'b1)
            begin
                m=m+(16'b1<<7);
            end
        end
        if(m[15]==1'b1)
        begin
            m=m>>1;
            e=e+1;
        end
    end
    bfloat_pack_for_mul p1(
        .sign(sign),
        .e(e),
        .s(m),
        .ans(result)
    );
endmodule
==> flow/run.sh <==
#!/bin/bash
# OpenROAD 26Q1-2900-gdf79404cd8, Yosys 0.63+post, stock flow scripts
make -C /OpenROAD-flow-scripts/flow DESIGN_CONFIG=/design/flow/config.mk WORK_HOME=/design/flow/orfs finish
==> flow/config.mk <==
export PLATFORM = sky130hd
export DESIGN_NAME = bfloat_alu
export DESIGN_NICKNAME = bfloat_alu
export VERILOG_FILES = /design/flow/design.v
export SDC_FILE = /design/flow/constraint.sdc
export NUM_CORES = 4
export LEC_CHECK = 1
export CORE_AREA = 10 10 70 70
export DIE_AREA = 0 0 80 80
==> flow/constraint.sdc <==
current_design bfloat_alu

set clk_period 1.7
set clk_io_pct 0.2

create_clock -name clk0 -period $clk_period [get_ports {clk}]

set non_clock_inputs [all_inputs -no_clocks]
set_input_delay [expr $clk_period * $clk_io_pct] -clock clk0 $non_clock_inputs
set_output_delay [expr $clk_period * $clk_io_pct] -clock clk0 [all_outputs]
==> CHANGELOG.md <==
## Implementation

- YS chip area: 1610 um2
- Initial antenna violation count: 0
- Gate Count Post-Synth: 196
- Setup violators final: 13
- Crit path kind: flop to flop
- Antenna viol nets, final: 0
- Most frequent cells in the layout: buf_4 (60), clkdlybuf4s50_1 (16), dfxtp_1 (16)
- Max Clk Rate: 448 MHz
- Hold path endpoint: count[0]
- R2R Setup Slk: -530 ps
- Vias/cell: 5.50
- Worst min path class: flop to flop
- Layout cells sized above 1: about half
- Failing checks: negative setup slack
- CP max stage cell: dfxtp_4
- Initial DRC Count: 183
- Pre-CTS worst setup slack: -637 ps
- Clock Skew: 7.29 ps
- Critical Path RT: 1890 ps
- Ant diodes: 0
- Setup ws final: -531 ps
- GRT Util Overall: 15.3%
- Wire length of the first global-routing pass: 8030 um
- GR Overflow Total: 0
- Reg2reg end: result[10]
- Largest net degree at the start of global routing: 17
- Post-synth top flop: dfxtp_1
- Ys Warns: 7
- Status: finished with violations
- Power Total: 689 uW
- Syn Area/Cell: 8.23 um2
- Worst-Skew Late Latency: 290 ps
- Vias in the first global route: 1698
- Htree depth: 1
- Tool warnings: 37
- Fp_density: 47.3%
- Longest Clk Path Bufs: 2
- Fin. max-slew vios: 0
- CP max FO: 16
- Port Buffers: 16
- DRT Pass-1 Iters: 4
- # rows: 21
- Cell Area, Synth: around 1600 um2
- Cell Pwr Density: 274 nW/um2
- Yosys cell types: just under 60
- Ys async rst share: 0%
- Ys cells: between 150 and 200
- Routed length per placed instance: 15.6 um
- Cells along the critical path: buf_8, ha_1, ha_2, nand3b_1, nand2_2, buf_4, a221oi_1, o2111ai_1, a31oi_2, nor2_1
- Critical path endpoint category: flop
- Top cell excl fill/tap: buf_4
- Clock transition at path regs: 120 ps
- Max_cap viols: 0
- Slowest cell delay on critical path: around 410 ps
- I/O pins: 17
- Data arrival, critical path: 2420 ps
- Placed Instances: 308
- Final hold violation count: 0
- Final std cells w/o fill: 319
- GPL Wtd Cong: 0.946
- Die Y: 80 um
- Post-synth EDFFs: 0
- Die area: roughly 6400 um2
- Routed via count: 1753
- CTS tree: yes
- Final wirelength: 4980 um
- Min Clock Period, post-route: 2230 ps
- HPWL after DPL: 3790 um
- Num Clock Sinks: 19
- Final period util: 131%
- Clock root buffer: clkbuf_4
- CORE AREA: around 3400 um2
- R2R depth: 10
- Worst-case vdd ir drop: 211 uV
- Static leakage: ~0.001 uW
- Die W: 80 um
- RSZ-0062 raised after global routing: true
- Seq share, synth: 23.6%
- Worst reg2reg path startpoint: count[1]
- Cells on Worst Hold Path: 2
- Area Overhead vs Synth: 55.8%
- Worst hold start: count[0]
- Drc violations: 0
- Cts bufs inserted: 3
- Post-synth regs: 19
- Setup crit start kind: flop
==> worst max-delay path by stage <==
stage / from / end / slack [ps] / cells past startpoint
4_1_cts: count[1] / result[10] / -530 / 11
5_1_grt: count[1] / result[10] / -630 / 10
6_report: count[1] / result[10] / -530 / 10
==> where the power goes <==
part	switching [uW]	total [uW]	internal, uW
sequential	0	443	443
clock	143	230	87.4
combinational	8.54	16.0	7.45
total	151	689	538
==> critical path: cells and delay by family (launching register included) <==
kind,cells,cell delay (ps)
adder cells (fa/ha/maj),2,390
buffers and inverters,2,330
AND-OR/OR-AND,3,670
flip-flops,1,410
AND/OR/NAND/NOR,3,320
==> metrics by stage <==
stage / cell area [um2] / hold WS [ps] / TNS [ps] / util [%]
after floorplan: 1760 / 564 / -4750 / -
after global placement: 2270 / 588 / -5350 / 66.3
after detailed placement: 2270 / 597 / -5880 / 66.3
after CTS: 2420 / 626 / -4560 / 70.8
after global routing: 2510 / 684 / -5920 / 73.6
final: 2510 / 657 / -4520 / 73.6
==> cell type report <==
type                    count  area (um2)
well taps                  46        57.6
inverters                  13        58.8
flip-flops and latches     19         387
repair buffers             81         671
clock buffers               3        22.5
fillers                   242         901
multi-input cells         156        1310
clock inverters             1        5.00
==> synthesized netlist by cell type (2+ instances only) <==
| master | n | share of area (%) |
|---|---|---|
| a31oi_1 | 6 | 2.3 |
| a311oi_1 | 2 | 1.1 |
| ha_1 | 17 | 13 |
| o21ai_1 | 2 | 0.62 |
| nand2_1 | 16 | 3.7 |
| buf_2 | 2 | 0.62 |
| nand3b_1 | 2 | 0.93 |
| inv_1 | 11 | 2.6 |
| nor3_1 | 6 | 1.9 |
| and2_1 | 5 | 1.9 |
| buf_6 | 3 | 2.1 |
| clkbuf_1 | 2 | 0.47 |
| a41oi_1 | 4 | 2.2 |
| nor2_1 | 15 | 3.5 |
| nand3_1 | 2 | 0.62 |
| nor2b_1 | 2 | 0.78 |
| a21o_1 | 2 | 0.93 |
| nor4_1 | 2 | 0.78 |
| nand2b_1 | 3 | 1.2 |
| conb_1 | 2 | 0.47 |
| dfxtp_1 | 19 | 24 |
| o211ai_1 | 5 | 2.3 |
| nor2_4 | 2 | 1.4 |
| a221oi_1 | 3 | 1.6 |
| clkbuf_8 | 4 | 3.4 |
| o21ai_0 | 15 | 4.7 |
| a21oi_1 | 10 | 3.1 |
==> metal layers <==
metal / vias up / track usage (%) / wire (um)
li1: 864 / - / -
met1: 826 / 22.1 / 2350
met2: 57 / 24.9 / 2270
met3: 6 / 1.02 / 297
met4: 0 / 2.46 / 63
met5: - / 0 / 0
==> sequential cells by signal, summed over array words and instances (netlist names) <==
signal / count
count: 3
result: 16
==> repair_timing <==
action                                  CTS  global route
buffers inserted                          4             3
pin swaps                                18             6
endpoints found under the setup margin   15            15
hold buffers                              0             0
resized                                  26            23
==> cell families after synthesis <==
group	count (synthesis)	share of synthesized area, %
AND-OR/OR-AND	66	29.0
adder cells (fa/ha/maj)	17	13.2
buffers and inverters	25	10.9
flip-flops	19	23.6
other	2	0.465
AND/OR/NAND/NOR	67	22.9
Power is estimated from default activity; no workload was simulated.
